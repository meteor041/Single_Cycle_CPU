### design/flow/run.sh
#!/bin/bash
# OpenROAD 26Q1-2900-gdf79404cd8, Yosys 0.63+post, stock flow scripts
make -C /OpenROAD-flow-scripts/flow DESIGN_CONFIG=/design/flow/config.mk WORK_HOME=/design/flow/orfs finish
### design/flow/config.mk
export PLATFORM = sky130hd
export DESIGN_NAME = ctrl
export DESIGN_NICKNAME = ctrl
export VERILOG_FILES = /design/flow/design.v
export SDC_FILE = /design/flow/constraint.sdc
export NUM_CORES = 4
export LEC_CHECK = 1
export CORE_AREA = 10 10 70 70
export DIE_AREA = 0 0 80 80
### design/flow/constraint.sdc
current_design ctrl

set clk_period 2.2
set clk_io_pct 0.2

create_clock -name clk0 -period $clk_period

set non_clock_inputs [all_inputs -no_clocks]
set_input_delay [expr $clk_period * $clk_io_pct] -clock clk0 $non_clock_inputs
set_output_delay [expr $clk_period * $clk_io_pct] -clock clk0 [all_outputs]
### design/flow/design.v
`timescale 1ns / 1ps
module ctrl(
    input [31:0] in,
    output RegWrite,
    output MemWrite,
    output [3:0] ALUControl,
    output ALUSrc,
    output MemtoReg,
    output RegDst,
    output Branch,
    output Jump,
    output ExtControl,
    output Jr,
    output Jal
    );
    wire [5:0] funct;
    wire [31:26] op;
    assign funct = in[5:0];
    assign op = in[31:26];
    wire R;
    wire add;
    wire sub;
    wire ori;
    wire lw;
    wire sw;
    wire beq;
    wire lui;
    wire jal;
    wire jr;
    wire nop;
    assign R = (op == 6'b000000) ? 1 : 0;
    assign ori = (op == 6'b001101) ? 1 : 0;
    assign lw = (op == 6'b100011) ? 1 : 0;
    assign sw = (op == 6'b101011) ? 1 : 0;
    assign beq = (op == 6'b000100) ? 1 : 0;
    assign lui = (op == 6'b001111) ? 1 : 0;
    assign jal = (op == 6'b000011) ? 1 : 0;
    assign add = (R && funct == 6'b100000) ? 1 : 0;
    assign sub = (R && funct == 6'b100010) ? 1 : 0;
    assign jr = (R && funct == 6'b001000) ? 1 : 0;
    assign nop = (R && funct == 6'b000000) ? 1 : 0;
    assign RegWrite = R || lui || ori || lw || jal;
    assign MemWrite = sw;
    assign ALUControl[0] = ori || lui;
    assign ALUControl[1] = sub || lui || lw || sw || add || beq;
    assign ALUControl[2] = sub || beq;
    assign ALUControl[3] = 0;
    assign ALUSrc = lui || lw || sw || ori;
    assign MemtoReg = lw;
    assign RegDst = R;
    assign Branch = beq;
    assign Jump = jal;
    assign ExtControl = ori || lui;
    assign Jr = jr;
    assign Jal = jal;
endmodule
==> qor.tcl <==
set qor(finalCritPeriodShare_pct) 94.7
set qor(grt_setup_unrepaired) {false}
set qor(antenna_left) 0
set qor(number_of_fill_cells_in_the_layout) 389
set qor(ys_warn_count) 0
set qor(wire_per_inst_um) 9.48
set qor(netlist_top_cells_area) {buf_4, nor3b_1, nor3_2}
set qor(timing.fmax_mhz) 480
set qor(chipWidth_um) 80
set qor(core_region_area_sq_um) 3420
set qor(via_count) 338
set qor(initial_utilization_pct) 6.41
set qor(outcome) {finished, final reports clean}
set qor(yosysChipArea_sq_um) 219
set qor(netlist.top_cell.by_area) {buf_4}
set qor(totalPowerFinal_mw) 0.0569
set qor(dp_hpwl_um) 902
set qor(worst-endpoint-arrival_ns) 1.64
set qor(yosys.area.top_type_share_pct) 10.3
set qor(hold_violation_total_from_the_final_report) 0
set qor(die_h_um) 80
set qor(cp_max_fo) 6
set qor(synth_area_sq_um) 219
set qor(total_leakage_power_nw) 0.269
set qor(layout_top_cell) {clkdlybuf4s50_1}
set qor(grt_antenna_before_repair) 0
set qor(yosys_cells) 35
set qor(log.warning_count) 53
set qor(clockPowerShare_pct) 0
set qor(avgSynthCellArea_sq_um) 6.26
set qor(sw_frac_of_total_pct) 43.7
set qor(critical_path.endpoint_type) {output pin}
set qor(design.die.area_sq_um) 6400
set qor(pre_cts_slack_ns) -0.299
set qor(finalSetupViolCount) 0
set qor(post-route-drc-count) 0
set qor(power_per_cell_area_nw_per_um2) 101
set qor(time_the_worst_path_needs_with_i_o_delays_and_setup_ns) 2.08
set qor(drv.max_cap_violation_count) 0
set qor(synth-seq-area-share_pct) 0
set qor(endpoint) {Jr}
set qor(gate_count_post_synth) 35
set qor(worst_ep_required_time_ns) 1.76
set qor(hold_class) {in2out}
set qor(post_route_cells_drive_above_1_share_pct) 33.9
set qor(seq_cells) 0
set qor(power.sequential.fraction_pct) 0
set qor(final-comb-area_sq_um) 233
set qor(globalRouteTotalUtil_pct) 3.12
set qor(maximum_ir_drop_on_the_vdd_rail_mv) 0.0144
set qor(io_pins) 46
set qor(wirelength_um) 1020
set qor(route.detailed.vias_per_inst) 3.13
set qor(grt_pass1_vias) 378
set qor(startpoint_type) {input port}
set qor(io_buffer_count) 25
set qor(worst_hold_path.num_cells) 4
set qor(post_layout_worst_setup_margin_ns) 0.116
set qor(place_congestion) 0.761
set qor(final_cell_mix) {clkdlybuf4s50_1, dlygate4sd2_1, buf_4, nor2_1}
set qor(internal-power_mw) 0.0320
set qor(critical_path_class) {in2out}
set qor(yosysUniqueCellTypes) 20
set qor(area_growth_syn_to_layout_pct) 158
set qor(sequential_cell_area_sq_um) 0
set qor(globalRoute.totalOverflow) 0
set qor(hold_ws_ns) 1.27
set qor(netSwitchingPower_mw) 0.0249
set qor(crit_start) {in[28]}
set qor(detail_route.antenna_diodes) 0
set qor(dr.first_iter.drc_count) 10
set qor(detailedRoute.firstPassIterationCount) 2
set qor(num-clock-buffers) 0
set qor(drv_slew) 0
set qor(p_comb_share_pct) 100.0
set qor(site_row_count) 21
set qor(pin_count_of_the_biggest_net_entering_global_routing) 7
set qor(grt_first_pass_wirelength_um) 1720
==> cell usage after synthesis <==
| library cell | number |
|---|---|
| and4_1 | 1 |
| a21oi_1 | 2 |
| nand4_1 | 1 |
| nor3_1 | 1 |
| o211ai_1 | 1 |
| buf_4 | 3 |
| nor2_1 | 4 |
| nor3_2 | 2 |
| nor2b_1 | 2 |
| o211ai_2 | 1 |
| nand3b_1 | 1 |
| and2_2 | 1 |
| nor3b_1 | 3 |
| inv_1 | 2 |
| conb_1 | 1 |
| or2b_1 | 1 |
| and3b_1 | 1 |
| o21ai_1 | 2 |
| nand2_1 | 3 |
| nor4_1 | 2 |
==> layer usage <==
| metal | share of wire [%] | global-route usage (%) | up-vias |
|---|---|---|---|
| met3 | 8.4 | 0.455 | 0 |
| met1 | 38 | 3.57 | 152 |
| met5 | 0 | 0 | - |
| li1 | - | - | 176 |
| met2 | 54 | 6.18 | 10 |
| met4 | 0 | 0 | 0 |
==> cells by family after synthesis <==
logic type,synth area share [%]
AOI/OAI and AO/OA,18.3
buffers and inverters,13.7
other,1.71
and+or+nand+nor,66.3
==> per-stage QoR <==
stage          instance area, sq um  TNS, ns  std cells  utilization, %
3_3_place_gp                    527    -2.82        106            15.4
3_5_place_dp                    527    -2.86        106            15.4
5_1_grt                         566        0        108            16.6
2_1_floorplan                   219        0         35               -
6_report                        566        0        108            16.6
4_1_cts                         559  -0.0606        107            16.4
==> cell type report <==
cell class                 count  share of cell area, %
inverter                       2                   1.33
multi-input combinational     30                   41.2
tap                           46                   10.2
timing repair buffer          30                   47.3
==> critical path, stage by stage <==
cell	delay, ns
buf_2	0.16
nor3_4	0.23
and2_4	0.17
and4_1	0.17
clkdlybuf4s50_1	0.47
==> power by group through the flow <==
stage / registers [mW] / clock network [mW] / logic, mW
5_1_grt: 0 / 0 / 0.0625
4_1_cts: 0 / 0 / 0.0554
6_report: 0 / 0 / 0.0569
==> worst min-delay path by stage <==
stage / endpoint / slack (ns) / from
6_report: ALUControl[1] / 1.27 / in[30]
5_1_grt: ALUControl[1] / 1.30 / in[30]
4_1_cts: ALUControl[2] / 1.57 / in[0]
==> timing repair <==
item	CTS	global route
endpoints found under the setup margin	13	9
setup buffers	1	1
hold buffers	0	0
gates resized	23	24
pin swaps	6	7
Power figures rest on the tool's default switching activity, not on a simulated workload.
