File: design/flow/config.mk
export PLATFORM = sky130hd
export DESIGN_NAME = grf
export DESIGN_NICKNAME = grf
export VERILOG_FILES = /design/flow/design.v
export SDC_FILE = /design/flow/constraint.sdc
export NUM_CORES = 4
export LEC_CHECK = 1
export CORE_UTILIZATION = 50
File: design/flow/constraint.sdc
current_design grf

set clk_period 26.3
set clk_io_pct 0.2

create_clock -name clk0 -period $clk_period [get_ports {clk}]

set non_clock_inputs [all_inputs -no_clocks]
set_input_delay [expr $clk_period * $clk_io_pct] -clock clk0 $non_clock_inputs
set_output_delay [expr $clk_period * $clk_io_pct] -clock clk0 [all_outputs]
File: design/flow/design.v
`timescale 1ns / 1ps
module grf(
    input write_enable,
    input clk,
    input reset,
    input [4:0] a1,
    input [4:0] a2,
    input [4:0] a3,
    input [31:0] wd3,
    output [31:0] rd1,
    output [31:0] rd2
    );
    reg[31:0] registers[0:31];
    integer i;
    initial begin
      for (i = 0; i < 32; i=i+1)begin
        registers[i] = 32'b0;
      end
    end
    always @(posedge clk)begin
      if (reset)begin
        for (i = 0; i < 32; i=i+1)begin
            registers[i] <= 32'b0;
        end
      end
      else begin
        if (write_enable && a3 != 5'b0)begin
            registers[a3] <= wd3;
        end
      end
    end
    assign rd1 = registers[a1];
    assign rd2 = registers[a2];
endmodule
File: design/flow/run.sh
#!/bin/bash
# OpenROAD 26Q1-2900-gdf79404cd8, Yosys 0.63+post, stock flow scripts
make -C /OpenROAD-flow-scripts/flow DESIGN_CONFIG=/design/flow/config.mk WORK_HOME=/design/flow/orfs finish
==> notes.md <==
run metrics: status complete, no violations, Core ar. about 0.11 mm², mapped cell area approximately 0.056 mm², Rows about 120, switching part of the total power about a quarter, Data arrival, critical path 9.31 ns, worst-margin pin slew approximately 1.1 ns, global-route wire length before repair 277.1 mm, GP Congestion between 0.8 and 0.9, DR WL/cell around 32 µm, yosys stat cell total ~4600, I/O Pins roughly 110, CP Class input pin to output pin, postcts setup bufs 0, fmax 68.61 MHz, Seq pwr share between 40 and 50%, Worst Hold Launch reset, Pint a little over 3 mW, CTS HTree Levels 3, Critical Path, Cell by Cell clkdlybuf4s50_1 > nor2b_4 > buf_4 > buf_4 > buf_4 > a22o_1 > nor3_1 > a31oi_1 > nand3_1 > clkdlybuf4s50_1, hold slack 4.943 ns, Area leader share a little over half, max cap viols 0, Final min period approximately 15 ns, routed vias/inst 6.157, Final TNS setup 0 ns, I/O Buffers roughly 110, chip area between 0.1 and 0.15 mm², crit path DRT between 20 and 25 ns, Rel. slew slack a little under a quarter, max reg flops 1024, Biggest register registers, Syn Inst Count 4605, ys flop type edfxtp_1, Hold Buf Count CTS 0, ratio of cells with drive above 1 in the final layout 8.317%, Num CTS Buffers around 120, hold path depth 1, synthesized area per cell roughly 12 µm², Resized cells post-CTS 0, drt drc 0, die extent in x around 340 µm, die y size about 340 µm, CP peak stage delay ~0.70 ns, initial antenna violation count 7, Cell Type Count 29, total power 4.026 mW, OpenROAD warning count 26, largest net degree at the start of global routing 89, final tally of max-slew violations 0, Setup-failing EPs final 0, CTS tree yes, Area Overhead vs Synth 10.91%, synth cell count leaders 1024 x edfxtp_1, 1024 x mux2i_1, 994 x and2_1, RSZ-0062 raised after global routing false, Max clock buf depth 3, Slowest-stage cell, CP buf_4, PD cells roughly 65 mW/mm², Leak 24.11 nW, Tot GR Track Use 38.04%, Synth flops between 1000 and 1500, largest fanout on the critical path about 40, CP startpoint kind input pin, vias 37980, Worst setup EP type output pin, cell taking the most area after synthesis edfxtp_1, clock root cell clkbuf_16, Ys Warns 1, # fillers between 8000 and 9000, Top cells by area edfxtp_1 55%, mux2i_1 18%, and2_1 11%, Final Hold Viols 0, Starting DRT DRC Count roughly 2700, non-filler instance count after layout between 6000 and 7000, Detailed Place HPWL 104.1 mm, clock share of power 40.4%, Tcrit/Tclk final between 50% and 60%, maximum vdd drop 0.07470 mV, cell with the most instances on the worst path buf_4, Post-synth seq share between 50 and 60%, grt ovf 0, vias in the first global route between 30000 and 40000, CTS Sinks just over 1000, fp util about half, remaining antenna violation count after routing 0, Switching Power approximately 1.0 mW, HP Class input pin to flip-flop, drt pass-1 iters 5, Hold Crit Endpoint registers[0][30], WL final ~200 mm, clock slew at reported path FFs roughly 0.06 ns, Async SR Flop Fraction 0%, Comb pwr share 11.7%, Post-synth EDFFs approximately 1000, post-synth area from yosys stat between 0.05 and 0.06 mm², Regs by FF count registers (1024), Placed Instances ~6000
-- stage by stage --
step                      worst slack (ns)  instance area [µm²]  utilization (%)
after floorplan                      14.69                56070                -
after global placement               11.76                58270            52.58
after detailed placement             11.76                58270            52.58
after CTS                            11.74                62020            55.97
after global routing                 11.56                62030            55.97
final                                11.73                62060            56.00
-- cell type report --
class / count / area (µm²) / share of cell area [%]
sequential: 1024 / 30750 / 49.55
multi-input combinational: 3166 / 23310 / 37.56
clock buffer: 157 / 3163 / 5.097
timing repair buffer: 261 / 2347 / 3.782
tap: 1488 / 1862 / 3.000
clock inverter: 57 / 590.6 / 0.9516
antenna: 15 / 37.54 / 0.06048
-- how the worst max path moves through the flow --
stage | startpoint | endpoint | slack [ns] | depth (start not counted)
final | a2[0] | rd2[11] | 11.73 | 10
after global routing | a1[1] | rd1[31] | 11.56 | 10
after CTS | a1[1] | rd1[31] | 11.74 | 10
-- cells in the final DEF (no fill, tap or decap), types with 2 or more instances in the layout --
cell type	instances
a22o_1	128
conb_1	32
nand2_2	2
clkdlybuf4s50_1	110
bufinv_16	13
clkinv_1	23
clkinvlp_4	2
nand2b_2	4
clkinv_2	18
nor2_4	33
a21oi_1	192
nor2_1	2
a31oi_1	64
clkbuf_16	121
buf_4	140
mux2i_1	1024
nand3_1	193
buf_12	8
diode_2	15
and2_4	2
nor3_1	64
or2_2	33
nor2b_4	4
clkbuf_1	36
nand2_1	194
or3b_4	2
a22oi_1	192
and2_1	992
edfxtp_1	1024
buf_8	2
nand3b_1	3
or3_1	2
-- cells by family (layout without fill, tap and decap cells) --
family,count (synthesis),in the layout,share of synthesized area [%]
AND-OR/OR-AND,576,576,7.013
buffers and inverters,446,475,3.976
flip-flops,1024,1024,54.96
multiplexers,1024,1024,18.32
other,1,47,0.006702
AND/OR/NAND/NOR,1534,1534,15.73
-- power groups by stage --
stage / sequential [mW] / combinational (mW) / clock [mW]
6_report: 1.93 / 0.472 / 1.62
5_1_grt: 1.94 / 0.498 / 1.70
4_1_cts: 1.93 / 0.466 / 1.64
-- layer usage --
metal | up-vias | global-route usage [%] | routed length, µm
met5 | - | 2.000 | 328
met2 | 2208 | 53.72 | 87420
met3 | 436 | 22.81 | 28740
li1 | 16780 | - | -
met1 | 18540 | 50.74 | 71920
met4 | 8 | 13.19 | 8435
-- critical path: cells and delay by family --
kind / cells / cell delay, ns
AND-OR/OR-AND: 2 / 0.61
buffers and inverters: 5 / 2.91
AND/OR/NAND/NOR: 3 / 0.44
No activity file was given, so power comes from the tool's default toggle rates.
