==> flow/design.v <==
`timescale 1ns / 1ps
module nxtad(
    input [31:0] pc,
    input [31:0] instr,
    input [31:0] gpr_rs,
    input jump,
    input jr,
    input zero,
    input branch,
    output [31:0] next_pc,
    output [31:0] pc_plus_four
    );
    wire [15:0] imm;
    wire [31:0] sign_imm;
    wire [31:0] beq_result;
    wire [31:0] jump_result;
    wire [31:0] jr_result;
    assign pc_plus_four = pc + 32'd4;
    assign imm = instr[15:0];
    assign sign_imm = {{16{imm[15]}}, imm};
    assign beq_result = pc_plus_four + (sign_imm << 2);
    assign jump_result = {pc_plus_four[31:28], instr[25:0], 2'b0};
    assign jr_result = gpr_rs;
    assign next_pc = (jr == 1) ? jr_result :
                     (jump == 1) ? jump_result :
                     ((branch && zero) == 1) ? beq_result :
                     pc_plus_four;
endmodule
==> flow/run.sh <==
#!/bin/bash
# OpenROAD 26Q1-2900-gdf79404cd8, Yosys 0.63+post, stock flow scripts
make -C /OpenROAD-flow-scripts/flow DESIGN_CONFIG=/design/flow/config.mk WORK_HOME=/design/flow/orfs finish
==> flow/config.mk <==
export PLATFORM = sky130hd
export DESIGN_NAME = nxtad
export DESIGN_NICKNAME = nxtad
export VERILOG_FILES = /design/flow/design.v
export SDC_FILE = /design/flow/constraint.sdc
export NUM_CORES = 4
export LEC_CHECK = 1
export CORE_UTILIZATION = 30
==> flow/constraint.sdc <==
current_design nxtad

set clk_period 10.4
set clk_io_pct 0.2

create_clock -name clk0 -period $clk_period

set non_clock_inputs [all_inputs -no_clocks]
set_input_delay [expr $clk_period * $clk_io_pct] -clock clk0 $non_clock_inputs
set_output_delay [expr $clk_period * $clk_io_pct] -clock clk0 [all_outputs]
==> impl_metrics.yaml <==
# yosys + openroad results
die:
  core_util_floorplan_pct: 31.2
  fp.dieH_um: 103
  num_rows: 36
  pin_count: 164
  core_region_area_sq_mm: 0.00982
  dieArea_sq_mm: 0.0106
  die_w_um: 103
finish:
  design.seq.count: 0
  layout-drive-gt1-share_pct: 3.20
  seq_area_sq_um: 0
  lay_top_cells: "158 x clkdlybuf4s50_1, 63 x nand2_1, 36 x ha_1"
  area_growth_pct: 54.5
  fin_area_sq_mm: 0.00473
  clkbuf_count: 0
  layout_top_cell: "clkdlybuf4s50_1"
sta:
  finalHoldViolations: 0
  setup_viol: 0
  timing.setup.tns_ns: 0
  rsz0062_at_grt: "no"
  slew_violations: 0
  setup_slack_ns: 1.35
  final.min_clock_period_ns: 9.05
  tightest_slew_ns: 0.828
  fmax_mhz: 111
  finalCritPeriodShare_pct: 87.0
  slew_headroom_pct: 44.6
placed_design:
  hpwl_um: 9900
  port_buffers: 158
  gp_congestion: 0.934
  place_ws_ns: 1.35
  dpl_cell_area_sq_mm: 0.00473
min_path:
  worstHoldPathType: "primary input to output pin"
yosys:
  ys_cells: 449
  yosysSeqAreaShare_pct: 0
  top_area_cell: "ha_1"
  topCellsByArea: "ha_1 15%, nand2_1 7.7%, xnor2_1 7.7%"
  syn_area_sq_mm: 0.00306
  syn_avg_cell_area_sq_um: 6.82
  top_area_share_pct: 14.7
  ys_chip_area_sq_mm: 0.00306
  yosys_warnings: 0
  synthCells: 449
  synth_cell_types: 67
setup_path:
  crit_path_top_delay_cell: "clkdlybuf4s50_1"
  crit_type: "primary input to output pin"
  cp_slowest_stage_delay_ns: 0.57
  cp.depth: 17
  crit_path_start_kind: "primary input"
  path_cells: "clkdlybuf4s50_1, ha_1, nand4_2, nor4_4, and3_4, and3_1, xor2_1, ha_1, a2111oi_1, o21ai_1, a41oi_1, and4_1, and3_1, nor3_1, xor2_1, o21ai_1, clkdlybuf4s50_1"
  cp.arrival_ns: 6.97
  critPathMaxFanout: 7
  path_buffers: 2
  critPathTopFamily: "simple AND/OR/NAND/NOR gates"
  startpoint: "pc[2]"
  end_kind: "output pin"
  setup.worst_path.end: "next_pc[31]"
  crit_required_ns: 8.32
global_route:
  grtUsageMet2_pct: 39.1
  grt_pass1_vias: 3489
  grt_start_max_net_pins: 43
  grt_pass1_wl_um: 18300
  met1_usage_pct: 30.8
  use_met3_pct: 1.72
  grt-ovfl-total: 0
  busiest_layer: "met2"
  grt_usage_pct: 22.4
  antenna_found_initial: 0
drt:
  dr.pass1.iters: 5
  antenna_cells: 0
  vias: 3876
  drc_errors: 0
  drtAntennaViolNets: 0
  wl_um: 12200
  via_per_inst: 5.34
  drt_iter0_markers: 162
  wl_per_cell_um: 16.8
outcome:
  outcome: "complete, no violations"
clock_tree:
  cts_hold_buf: 0
  cts-resized-gates: 0
  post_cts_buffers: 0
pwr:
  max-vdd-ir-drop_mv: 0.0175
  p_leak_nw: 1.85
  p_per_area_mw_per_mm2: 48.5
flow_run:
  warning_count: 44
  cap_violations: 0
-- metal layers --
| metal | part of all wire [%] | up-vias | wire length (um) |
|---|---|---|---|
| li1 | - | 2004 | - |
| met1 | 45 | 1721 | 5550 |
| met2 | 47 | 139 | 5700 |
| met3 | 6.6 | 12 | 802 |
| met4 | 1.4 | 0 | 170 |
| met5 | 0 | - | 0 |
-- layout make-up --
class	instances	area [sq um]
multi-input cells	419	2910
repair buffers	163	1620
inverters	11	41.3
fillers	1000	5090
well taps	133	166
-- metrics by stage --
| step | utilization [%] | std cells | total power, W | hold WS, ns |
|---|---|---|---|---|
| final | 48.2 | 726 | 0.000230 | 4.98 |
| after global routing | 48.2 | 726 | 0.000253 | 5.04 |
| after CTS | 48.2 | 726 | 0.000231 | 4.98 |
| after detailed placement | 48.2 | 726 | 0.000229 | 4.98 |
| after global placement | 48.2 | 726 | 0.000229 | 4.98 |
| after floorplan | - | 449 | 0.000121 | 4.18 |
-- cells by family after synthesis --
family / after synthesis / share of synthesized area [%]
xor gates and xnor gates: 49 / 14.3
adders and majority gates: 37 / 15.4
buffers and inverters: 30 / 5.14
muxes: 7 / 2.33
AOI/OAI and AO/OA: 153 / 34.7
and+or+nand+nor: 173 / 28.2
-- worst min-delay path by stage --
stage / from / endpoint / cells after the start
4_1_cts: pc[0] / pc_plus_four[0] / 2
5_1_grt: pc[0] / pc_plus_four[0] / 2
6_report: pc[0] / pc_plus_four[0] / 2
-- cells in the mapped netlist (5+ instances only) --
library cell,number
nand2_1,63
ha_1,36
nor2_1,35
a21oi_1,29
o21ai_0,27
xnor2_1,27
xor2_1,21
nand3_1,20
clkbuf_1,13
inv_1,10
nor3_1,9
a21o_1,8
o22ai_1,8
a211oi_1,7
o21a_1,7
o21ai_1,7
o21bai_1,7
and3_1,6
mux2i_1,6
o211ai_1,6
and4_1,5
nand4_1,5
nor2b_1,5
o221ai_1,5
o31ai_1,5
-- power breakdown --
group          total (W)  leakage [nW]  switching, W  internal [W]
clock network          0             0             0             0
registers              0             0             0             0
logic           0.000230          1.85      0.000106      0.000123
total           0.000230          1.85      0.000106      0.000123
Power and IR drop assume default switching activity.
